[flow/design.v]
module counter(
    input wire clk,
    input wire rst,
    output reg [7:0] count
);
always @(posedge clk or posedge rst) begin
    if (rst)
        count <= 8'b0;
    else
        count <= count + 1;
end
endmodule 
[flow/run.sh]
#!/bin/bash
# OpenROAD 26Q1-2900-gdf79404cd8, Yosys 0.63+post, stock flow scripts
make -C /OpenROAD-flow-scripts/flow DESIGN_CONFIG=/design/flow/config.mk WORK_HOME=/design/flow/orfs finish
[flow/config.mk]
export PLATFORM = sky130hd
export DESIGN_NAME = counter
export DESIGN_NICKNAME = counter
export VERILOG_FILES = /design/flow/design.v
export SDC_FILE = /design/flow/constraint.sdc
export NUM_CORES = 4
export LEC_CHECK = 1
export CORE_AREA = 10 10 70 70
export DIE_AREA = 0 0 80 80
[flow/constraint.sdc]
current_design counter

set clk_period 1.6
set clk_io_pct 0.2

create_clock -name clk0 -period $clk_period [get_ports {clk}]

set non_clock_inputs [all_inputs -no_clocks]
set_input_delay [expr $clk_period * $clk_io_pct] -clock clk0 $non_clock_inputs
set_output_delay [expr $clk_period * $clk_io_pct] -clock clk0 [all_outputs]
==> flow_summary_export.csv <==
group,metric,value,unit
setup_path,crit_cells,1,
cells_and_area,layout_top_cell,"clkdlybuf4s50_1",
drt,ant_nets,0,
drt,insertedDiodeCount,0,
clock_tree,cts_sinks,8,
global_routing,grt_use_total,2.471,%
synthesis,ys_seq_share,62.50,%
floorplanning,fp-row-count,21,
placement,gp_congestion,0.6618,
synthesis,yosysTopAreaCellShare,62.50,%
setup_path,path_max_fanout,5,
outcome,status,"finished clean",
synthesis,synth.distinct_cells,11,
placement,dp_hpwl,602.6,um
setup_path,path_delay_family,"buffers and inverters",
floorplanning,fp_util,9.377,%
setup_path,crit_required,1.28,ns
setup_path,worst-path-buf-inv,1,
power_and_ir_drop,intPower,290.2,uW
floorplanning,dieArea,6400,sq um
synthesis,xor_share,16.41,%
synthesis,ys_seq_elements,8,
power_and_ir_drop,total_switching_power,62.76,uW
clock_tree,postCtsSetupRepairBufs,0,
clock_tree,postCtsHoldBufs,0,
synthesis,top_cells_by_area,"dfrtp_1, xnor2_1, xor2_1",
cells_and_area,fin_cells,83,
setup_path,critical_path.slowest_cell,"clkdlybuf4s50_1",
clock_tree,insertion_delay,0.24,ns
final_timing,clock_skew,0.002290,ns
floorplanning,die-width,80,um
synthesis,synthMuxAreaShare,0,%
final_timing,relSlewSlack,80.11,%
global_routing,antenna_found_initial,0,
drt,avgViaCountPerCell,2.506,
final_timing,worst_pin_slew,0.2981,ns
job,warning_count,25,
setup_path,cp-start-kind,"flop",
setup_path,ff2ff_path_depth,3,
setup_path,cp-end-kind,"output port",
synthesis,synth_area,320.3,sq um
final_timing,setup_viol,0,
power_and_ir_drop,pwr-share-comb,1.8,%
cells_and_area,regMostFlops,"count",
drt,drc_errors,0,
placement,io_buffers,9,
power_and_ir_drop,p_per_area,719.5,nW/um^2
final_timing,fin_crit_sh,93.63,%
cells_and_area,syn_to_final_growth,53.12,%
clock_tree,cts_buffers,3,
global_routing,grt_first_pass_wirelength,1235,um
floorplanning,ios,10,
power_and_ir_drop,seqPwrFrac,57.4,%
synthesis,ys_area,320.3,sq um
synthesis,ys_cells,25,
synthesis,synth_cells,25,
synthesis,avgSynthCellArea,12.81,sq um
final_timing,fmaxAchievable,667.5,MHz
clock_tree,cts_tree,"done",
power_and_ir_drop,pwr-share-clk,40.8,%
clock_tree,cts_buffer_depth,2,
setup_path,cp_data_arrival_time,1.18,ns
cells_and_area,final_cell_mix,"clkdlybuf4s50_1, dfrtp_1, xor2_1, xnor2_1, clkbuf_4",
final_timing,finalMaxSlewViolations,0,
cells_and_area,drive_above_1_share,13.51,%
synthesis,ys_top_logic_family,"XOR/XNOR gates",
final_timing,rsz0062_at_grt,"no",
drt,wl_per_cell,8.410,um
setup_path,critPathKind,"flop to output port",
clock_tree,htreeDepth,1,
final_timing,setup-tns-final,0,ns
placement,dp.cells,80,
synthesis,adder_share,3.906,%
drt,drt_first_pass_iters,2,
synthesis,synth-warning-count,1,
setup_path,cpPeakStageDelay,0.50,ns
drt,drtIter0Drc,2,
floorplanning,core,3416,sq um
global_routing,grt_max_degree,9,
global_routing,grt_pass1_vias,243,
job,max_cap_violations,0,
setup_path,crit_chain,"clkdlybuf4s50_1",
power_and_ir_drop,power_leakage,0.2021,nW
synthesis,largest_area_cell,"dfrtp_1",
cells_and_area,reg_top3,"count: 8 flops",
global_routing,grt_overflow,0,
drt,routed_wl,698,um
clock_tree,cts-resized-gates,0,
floorplanning,die_h,80,um
clock_tree,cts-root-buf,"clkbuf_4",
final_timing,finalHoldViolCount,0,
power_and_ir_drop,switching_share,17.78,%
synthesis,ys_sh_simple,14.84,%
final_timing,period_minus_slack,1.498,ns
cells_and_area,largest_reg_flops,8,
worst_hold_path,hold_path_class,"input pin to asynchronous set/reset pin",
synthesis,yosys.area_share.aoi,0,%
drt,vias,208,
clock_tree,clk_pin_slew,0.05,ns
power_and_ir_drop,ir_drop,0.0005258,V
## logic make-up (layout without fill, tap and decap cells)
kind of cell	after synthesis	after routing
flip-flops	8	8
AND/OR/NAND/NOR	8	8
XOR/XNOR	6	6
buffers and inverters	2	14
adder cells (fa/ha/maj)	1	1
## area by class of cell
cell class / instances / area [sq um]
inverters: 2 / 7.507
flip-flops and latches: 8 / 200.2
fillers: 398 / 2925
multi-input cells: 15 / 112.6
well taps: 46 / 57.56
repair buffers: 9 / 90.09
clock buffers: 3 / 22.52
## worst paths after layout
path                       startpoint  endpoint  slack [ns]
max in group asynchronous         rst  count[2]        1.05
min in group clk0            count[7]  count[7]        0.47
hold / removal                    rst  count[0]        0.32
setup / recovery             count[2]  count[2]        0.10
hold reg to reg              count[7]  count[7]        0.47
setup reg to reg             count[2]  count[7]        0.57
## cells in the mapped netlist
cell type,instances
nor2_1,1
nand3_1,2
xnor2_1,3
ha_1,1
nor3_2,1
xor2_1,3
nand2_1,2
dfrtp_1,8
inv_1,2
nand3_2,1
and3_1,1
## routing by layer
metal | part of all wire (%) | global-route usage (%) | vias to the layer above
li1 | - | - | 106
met1 | 49 | 2.915 | 95
met2 | 44 | 4.093 | 7
met3 | 6.6 | 1.136 | 0
met4 | 0 | 0.3521 | 0
met5 | 0 | 0 | -
## through the flow
stage	worst slack, ns	util (%)	hold slack, ns	area, sq um	power [mW]
2_1_floorplan	0.6935	-	0.1357	320.3	0.2092
3_3_place_gp	0.3370	13.70	0.4828	467.9	0.2128
4_1_cts	0.07168	14.36	0.3351	490.5	0.3623
6_report	0.1019	14.36	0.3240	490.5	0.3529
5_1_grt	0.04434	14.36	0.3530	490.5	0.3804
3_5_place_dp	0.3384	13.70	0.4696	467.9	0.2127
## power by group through the flow
stage / Combinational [mW] / Clock [mW] / Sequential, mW
after CTS: 0.00673 / 0.153 / 0.203
after global routing: 0.00744 / 0.171 / 0.202
final: 0.00625 / 0.144 / 0.203
Power is estimated from default activity; no workload was simulated.
