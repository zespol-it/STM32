==> flow/design.v <==
module simple_counter(
    input wire clk,
    input wire rst,
    output reg [7:0] count
);
always @(posedge clk or posedge rst) begin
    if (rst)
        count <= 8'b0;
    else
        count <= count + 1;
end
endmodule 
==> flow/run.sh <==
#!/bin/bash
# OpenROAD 26Q1-2900-gdf79404cd8, Yosys 0.63+post, stock flow scripts
make -C /OpenROAD-flow-scripts/flow DESIGN_CONFIG=/design/flow/config.mk WORK_HOME=/design/flow/orfs finish
==> flow/config.mk <==
export PLATFORM = sky130hd
export DESIGN_NAME = simple_counter
export DESIGN_NICKNAME = simple_counter
export VERILOG_FILES = /design/flow/design.v
export SDC_FILE = /design/flow/constraint.sdc
export NUM_CORES = 4
export LEC_CHECK = 1
export CORE_AREA = 10 10 70 70
export DIE_AREA = 0 0 80 80
==> flow/constraint.sdc <==
current_design simple_counter

set clk_period 2.1
set clk_io_pct 0.2

create_clock -name clk0 -period $clk_period [get_ports {clk}]

set non_clock_inputs [all_inputs -no_clocks]
set_input_delay [expr $clk_period * $clk_io_pct] -clock clk0 $non_clock_inputs
set_output_delay [expr $clk_period * $clk_io_pct] -clock clk0 [all_outputs]
==> job_summary.md <==
## Synthesis and layout report

| Metric | Value |
|---|---|
| Largest buffer count on any clock path | 2 |
| Rel. slew slack | 80.1% |
| Yosys warnings | 1 |
| Port bufs | 9 |
| Slew Limit Fails | 0 |
| Cycle use final | 76.1% |
| Post_cts resized | 0 |
| Final Wtd Congestion | 0.662 |
| Late-Pin Clk Latency | 0.24 ns |
| GRT Residual Overflow | 0 |
| Standard-cell row count | 21 |
| Fraction of layout cells with a size suffix above 1 | 13.5% |
| Hold Violations, Final | 0 |
| Max-cap violations | 0 |
| Final setup viols | 0 |
| Post-synth seq share | 62.5% |
| Power Density | 548 mW/mm^2 |
| Post-DP Area | 468 um^2 |
| # Cells Yosys | 25 |
| Critical path cell sequence | clkdlybuf4s50_1 |
| CP Capture Type | output port |
| Top cell excl fill/tap | clkdlybuf4s50_1 |
| Most numerous logic cells after layout | 9 x clkdlybuf4s50_1, 8 x dfrtp_1, 3 x xor2_1, 3 x xnor2_1, 3 x clkbuf_4 |
| Cell area after layout | 490 um^2 |
| #FFs+latches synth | 8 |
| CTS H-tree lvls | 1 |
| Largest net degree at the start of global routing | 9 |
| Flop2flop setup slack | 1.07 ns |
| Die Height | 80 um |
| DIE WIDTH | 80 um |
| Vias in the first global route | 243 |
| Syn Area/Cell | 12.8 um^2 |
| Die area | 0.00640 mm^2 |
| Hold Path Class | in2async |
| # diodes | 0 |
| Crit path arrival time | 1.18 ns |
| Drt initial violations | 2 |
| Most flop-heavy register | count |
| Detailed Routing Iterations Pass 1 | 2 |
| Regs by FF count | count: 8 flops |
| CP max FO | 5 |
| Clk root buf | clkbuf_4 |
| First-pass GRT wire length | 1.24 mm |
| Via density | 2.51 |
| Xor+xnor area frac | 16.4% |
| Yosys synthesis chip area | 320 um^2 |
| Unique cell types | 11 |
| Post-Syn Area | 320 um^2 |
| CTS hold repair buffers | 0 |
| CTS clk-pin slew, worst paths | 0.05 ns |
| Post-Synth Simple-Gate Area | 14.8% |
| Tool Warnings | 25 |
| Post-layout util | 14.4% |
| Layout area overhead | 53.1% |
| Worst slew pin tran | 0.298 ns |
| Adder Area Share | 3.91% |
| CTS sink count | 8 |
| Peak supply drop | 0.401 mV |
| Top Family by Delay on Critical Path | buffers and inverters |
| Core area | 0.00342 mm^2 |
| Buffers and inverters on the worst path | 1 |
| Sum of negative setup slack | 0 ns |
| Post-detail-place hpwl | 603 um |
| Max stage delay on crit path | 0.50 ns |
| Drt wl/cell | 8.41 um |
| Compound Share, Synth | 0% |
| Top non-seq family | XOR/XNOR gates |
| Slowest-stage cell, CP | clkdlybuf4s50_1 |
| Final ANT Viol Nets | 0 |
| I/O pin count | 10 |
| CTS Buf Count | 3 |
| Number of flip-flops under the largest register name | 8 |
| P_leak | 0.202 nW |
| Fin crit period | 1.60 ns |
| Outcome | finished clean |
| MUX share of area | 0% |
| Post-CTS Setup Bufs | 0 |
| Antenna violations before repair | 0 |
| Crit Path Class | reg2out |
| Vias | 208 |
| TritonCTS clock tree | done |
| Post-Route WL | 698 um |
| RSZ-0062 raised after global routing | no |
| Global Route Usage Sum | 2.47% |
| Starting density of the core | 9.38% |
| # DRC | 0 |
| CP Launch Type | register |
| Fmax | 626 MHz |
| Required time at the worst-slack endpoint | 1.68 ns |
| Max Clock Skew | 0.00229 ns |
| Cells after Synth | 25 |
-- per-stage QoR --
| step | power (mW) | cells | hold slack (ns) | worst slack, ns |
|---|---|---|---|---|
| floorplan | 0.159 | 25 | 0.236 | 1.19 |
| global placement | 0.162 | 80 | 0.483 | 0.737 |
| detailed placement | 0.162 | 80 | 0.470 | 0.738 |
| CTS | 0.276 | 83 | 0.435 | 0.472 |
| global route | 0.290 | 83 | 0.453 | 0.444 |
| finish | 0.269 | 83 | 0.424 | 0.502 |
-- per-layer routing --
layer  wire length [um]  share of wire, %  GRT usage [%]
met3                 46               6.6           1.14
met4                  0                 0          0.352
met1                341                49           2.92
met2                309                44           4.09
met5                  0                 0              0
-- cells by family (layout without fill, tap and decap cells) --
kind of cell             after synthesis  in the layout
AND/OR/NAND/NOR                        8              8
flip-flops                             8              8
XOR/XNOR                               6              6
buffers and inverters                  2             14
adder cells (fa/ha/maj)                1              1
-- final timing paths --
check                                   startpoint                  to  cells past startpoint
worst min-delay path                           rst  count[0]$_DFF_PP0_                      2
worst max-delay path            count[2]$_DFF_PP0_            count[2]                      1
max in group asynchronous                      rst  count[2]$_DFF_PP0_                      2
worst max register to register  count[2]$_DFF_PP0_  count[7]$_DFF_PP0_                      3
worst min register to register  count[7]$_DFF_PP0_  count[7]$_DFF_PP0_                      1
min in group clk0               count[7]$_DFF_PP0_  count[7]$_DFF_PP0_                      1
-- cell usage after synthesis (all sizes together) --
library cell,number,area [um^2]
dfrtp,8,200
nand3,3,20.0
xnor2,3,26.3
xor2,3,26.3
inv,2,7.51
nand2,2,7.51
and3,1,6.26
ha,1,12.5
nor2,1,3.75
nor3,1,10.0
-- final cells by class --
class	count	area [um^2]
Clock buffer	3	22.5
Fill cell	398	2930
Inverter	2	7.51
Multi-Input combinational cell	15	113
Sequential cell	8	200
Tap cell	46	57.6
Timing Repair Buffer	9	90.1
-- where the power goes --
| part | leakage, nW | switching (mW) | internal, mW |
|---|---|---|---|
| Combinational | 0.0863 | 0.00302 | 0.00174 |
| Sequential | 0.102 | 0 | 0.154 |
| Clock | 0.0138 | 0.0448 | 0.0649 |
| Total | 0.202 | 0.0478 | 0.221 |
No activity file was given, so power comes from the tool's default toggle rates.
